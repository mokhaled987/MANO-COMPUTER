==> flow/design.v <==
module REG_AC(
    input CLK,
    input [15:0]IN_IR,
    input[15:0]IN,
    input[2:0]t,
    output reg[15:0]Q_AC
    );
    reg i;   
    reg [3:0]d;
    reg [7:0]D;
    reg [7:0]T;
    reg [12:0]B;
    wire LD_AC,INC_AC,CLR_AC,r,p;
     initial
        begin
            i = 0;
            D = 0;
            B = 0;
            T = 0;
            d = 0;
            Q_AC = 0;
    end   
    always@(d or t or IN_IR)begin
                    if(~IN_IR[14] && ~IN_IR[13] && ~IN_IR[12])
                        d = 4'b0000;
                    else if(~IN_IR[14] && ~IN_IR[13] && IN_IR[12])
                        d = 4'b0001;
                    else if(~IN_IR[14] && IN_IR[13] && ~IN_IR[12])
                        d = 4'b0010;
                    else if(~IN_IR[14] && IN_IR[13] && IN_IR[12])
                        d = 4'b0011;
                    else if(IN_IR[14] && ~IN_IR[13] && ~IN_IR[12])
                        d = 4'b0100;
                    else if(IN_IR[14] && ~IN_IR[13] && IN_IR[12])
                        d = 4'b0101;
                    else if( IN_IR[14] && IN_IR[13] && ~IN_IR[12])
                        d = 4'b0110;
                    else if(IN_IR[14] && IN_IR[13] && IN_IR[12])
                        d = 4'b0111;
                    else if(IN_IR[15])
                        i = 1;
           case(d)    
                4'b000: D = 8'h01;
                4'b001: D = 8'h02;
                4'b010: D = 8'h04;
                4'b011: D = 8'h08;
                4'b100: D = 8'h10;
                4'b101: D = 8'h20;
                4'b110: D = 8'h40;
                4'b111: D = 8'h80;
            endcase
            case(t)    
                4'b000: T = 8'h01;
                4'b001: T = 8'h02;
                4'b010: T = 8'h04;
                4'b011: T = 8'h08;
                4'b100: T = 8'h10;
                4'b101: T = 8'h20;
                4'b110: T = 8'h40;
                4'b111: T = 8'h80;
            endcase
    end
    always@(posedge CLK)begin
            if(~IN_IR[11] && ~IN_IR[10] && ~IN_IR[9] && ~IN_IR[8] && ~IN_IR[7] && ~IN_IR[6] && ~IN_IR[5] && ~IN_IR[4]&& ~IN_IR[3] && ~IN_IR[2] && ~IN_IR[1]&& ~IN_IR[0])
                B = 13'b0000000000001;
            if(~IN_IR[11] && ~IN_IR[10] && ~IN_IR[9] && ~IN_IR[8] && ~IN_IR[7] && ~IN_IR[6] && ~IN_IR[5] && ~IN_IR[4]&& ~IN_IR[3] && ~IN_IR[2] && ~IN_IR[1]&& IN_IR[0])
                B = 13'b0000000000010;      
            if(~IN_IR[11] && ~IN_IR[10] && ~IN_IR[9] && ~IN_IR[8] && ~IN_IR[7] && ~IN_IR[6] && ~IN_IR[5] && ~IN_IR[4]&& ~IN_IR[3] && ~IN_IR[2] && IN_IR[1]&& ~IN_IR[0])
                B = 13'b0000000000100;
            if(~IN_IR[11] && ~IN_IR[10] && ~IN_IR[9] && ~IN_IR[8] && ~IN_IR[7] && ~IN_IR[6] && ~IN_IR[5] && ~IN_IR[4]&& ~IN_IR[3] && IN_IR[2] && ~IN_IR[1]&& ~IN_IR[0])
                B = 13'b0000000001000;  
            if(~IN_IR[11] && ~IN_IR[10] && ~IN_IR[9] && ~IN_IR[8] && ~IN_IR[7] && ~IN_IR[6] && ~IN_IR[5] && ~IN_IR[4]&& IN_IR[3] && ~IN_IR[2] && ~IN_IR[1]&& ~IN_IR[0])
                B = 13'b0000000010000;
            if(~IN_IR[11] && ~IN_IR[10] && ~IN_IR[9] && ~IN_IR[8] && ~IN_IR[7] && ~IN_IR[6] && ~IN_IR[5] && IN_IR[4]&& ~IN_IR[3] && ~IN_IR[2] && ~IN_IR[1]&& ~IN_IR[0])
                B = 13'b0000000100000;
            if(~IN_IR[11] && ~IN_IR[10] && ~IN_IR[9] && ~IN_IR[8] && ~IN_IR[7] && ~IN_IR[6] && IN_IR[5] && ~IN_IR[4]&& ~IN_IR[3] && ~IN_IR[2] && ~IN_IR[1]&& ~IN_IR[0])
                B = 13'b0000001000000;
            if(~IN_IR[11] && ~IN_IR[10] && ~IN_IR[9] && ~IN_IR[8] && ~IN_IR[7] && IN_IR[6] && ~IN_IR[5] && ~IN_IR[4]&& ~IN_IR[3] && ~IN_IR[2] && ~IN_IR[1]&& ~IN_IR[0])
                B = 13'b0000010000000;
            if(~IN_IR[11] && ~IN_IR[10] && ~IN_IR[9] && ~IN_IR[8] && IN_IR[7] && ~IN_IR[6] && ~IN_IR[5] && ~IN_IR[4]&& ~IN_IR[3] && ~IN_IR[2] && ~IN_IR[1]&& ~IN_IR[0])
                B = 12'b0000100000000;          
            if(~IN_IR[11] && ~IN_IR[10] && ~IN_IR[9] && IN_IR[8] && ~IN_IR[7] && ~IN_IR[6] && ~IN_IR[5] && ~IN_IR[4]&& ~IN_IR[3] && ~IN_IR[2] && ~IN_IR[1]&& ~IN_IR[0])
                B = 13'b0001000000000;
            if(~IN_IR[11] && ~IN_IR[10] && IN_IR[9] && ~IN_IR[8] && ~IN_IR[7] && ~IN_IR[6] && ~IN_IR[5] && ~IN_IR[4]&& ~IN_IR[3] && ~IN_IR[2] && ~IN_IR[1]&& ~IN_IR[0])
                B = 13'b0010000000000;
            if(~IN_IR[11] && IN_IR[10] && ~IN_IR[9] && ~IN_IR[8] && ~IN_IR[7] && ~IN_IR[6] && ~IN_IR[5] && ~IN_IR[4]&& ~IN_IR[3] && ~IN_IR[2] && ~IN_IR[1]&& ~IN_IR[0])
                B = 13'b0100000000000;
            if(~IN_IR[11] && IN_IR[10] && ~IN_IR[9] && ~IN_IR[8] && ~IN_IR[7] && ~IN_IR[6] && ~IN_IR[5] && ~IN_IR[4]&& ~IN_IR[3] && ~IN_IR[2] && ~IN_IR[1]&& ~IN_IR[0])
                B = 13'b1000000000000;
        end 
assign r  = D[7] & ~i & T[3];
assign p = D[7] & i & T[3];
    always@(posedge CLK)begin
            if(( D[0] && T[5] ) || ( D[1] && T[5] ) || ( D[2] && T[5] ) ||  ( r && B[9] ))
                Q_AC = IN;
            else if(r && B[11])
                Q_AC = 0;
    end
endmodule
==> flow/run.sh <==
#!/bin/bash
# OpenROAD 26Q1-2900-gdf79404cd8, Yosys 0.63+post, stock flow scripts
make -C /OpenROAD-flow-scripts/flow DESIGN_CONFIG=/design/flow/config.mk WORK_HOME=/design/flow/orfs finish
==> flow/config.mk <==
export PLATFORM = sky130hd
export DESIGN_NAME = REG_AC
export DESIGN_NICKNAME = REG_AC
export VERILOG_FILES = /design/flow/design.v
export SDC_FILE = /design/flow/constraint.sdc
export NUM_CORES = 4
export LEC_CHECK = 1
export CORE_AREA = 10 10 100 100
export DIE_AREA = 0 0 110 110
==> flow/constraint.sdc <==
current_design REG_AC

set clk_period 2.7
set clk_io_pct 0.2

create_clock -name clk0 -period $clk_period [get_ports {CLK}]

set non_clock_inputs [all_inputs -no_clocks]
set_input_delay [expr $clk_period * $clk_io_pct] -clock clk0 $non_clock_inputs
set_output_delay [expr $clk_period * $clk_io_pct] -clock clk0 [all_outputs]
==> results.txt <==
fresh numbers from the pnr run: final critical-path required period=roughly 2.2 ns, fmax=454.6 MHz, yosys synthesis chip area=785.8 um2, CTS tree=yes, number of global-route vias before repair=approximately 600, Die H=110 um, die width=110 um, Placed Cells incl. Taps=212, global routing's busiest layer=met2, maximum level of the CTS H-tree=1, cell taking the most area after synthesis=sky130_fd_sc_hd__edfxtp_1, ordered list of cells on the worst path=clkdlybuf4s50_1, nor3b_1, dlxtn_1, o311ai_0, a21boi_2, buf_12, setup bufs post-CTS=0, # Max-Cap Violations=0, Crit-path slowest cell=sky130_fd_sc_hd__clkdlybuf4s50_1, leading post-synthesis cells by cell area=sky130_fd_sc_hd__edfxtp_1 61%, sky130_fd_sc_hd__dlxtn_1 9.6%, sky130_fd_sc_hd__nor4_4 2.7%, Yosys reg bits=22, capturing element type of the critical path=flip-flop, tool warnings=26, most used flip-flop cell after synthesis=sky130_fd_sc_hd__edfxtp_1, Site Rows=32, number of failing setup endpoints in the final timing report=0, worst stage delay on the critical path=0.50 ns, worst setup path category=in2reg, total wire length after detailed routing=2.060 mm, vias per cell=2.907, floorplan utilization=10.06%, CTS-repair resized insts=0, number of buffers inserted by port buffering=~50, total congestion overflow after global routing=0, CP startpoint kind=primary input, run status=finished, final reports clean, endpoints left unconstrained=4, Starting DRT DRC Count=38, Hold/Removal Path Class=reg2reg, I/O pin cnt=52, total number of yosys warnings=5, final RePlAce weighted congestion=0.7409, critical path data arrival time=2.15 ns, number of routed nets with antenna violations=0, critical path required time=2.65 ns, fraction of layout instances using a drive strength above 1=5.263%, clock network latency to the later pin of the worst-skew pair=0.24 ns, register pins left without a clock=5, cell family with the largest share of critical-path delay=buffers and inverters, power density over the cells=373.7 nW/um2, Final Hold Fails=0, top cell types by occurrence after synthesis=16 x sky130_fd_sc_hd__edfxtp_1, 5 x sky130_fd_sc_hd__dlxtn_1, 5 x sky130_fd_sc_hd__nor2_1, overall via count from detail_route=628, Leakage Power=0.4963 nW, final total negative setup slack=0 ns, largest net degree at the start of global routing=17, Crit Path Max Fanout=16, number of buffers added by the clock tree synthesis step=3, most instantiated library cell after synthesis=sky130_fd_sc_hd__edfxtp_1, clock transition at the registers of the reported paths=0.06 ns, count of flip-flops with a built-in enable after synthesis=16, Root Driver=sky130_fd_sc_hd__clkbuf_8, antenna violations before repair=0, CTS hold repair buffers=0, met2 Usage GRT=between 4 and 5%, antenna diode count=0, GR Util All Layers=between 3 and 4%, final std cells w/o fill=between 200 and 250, tally of filler cells in the layout=842, count of unresolved DRC violations after routing=0, number of cells in Yosys stat=roughly 55, worst voltage drop across the vdd grid=around 140 uV, final max-slew violation count=0, mapped cell area=785.8 um2, core area=7807 um2, syn avg cell area=14.29 um2, post-synthesis cell count=55, met1 GRT Util=4.162%, tally of unique sky130hd cells used after synthesis=24, share of the cycle needed by the critical path after routing=81.47%, ys async rst share=0%, final clock skew=around 0.0054 ns, average routed wire per standard cell=9.537 um, die area=12100 um2, GR met3 Demand/Resource=less than 1%, post-synth top area share=between 60 and 70%, maximum number of buffers from clock root to sink=2, first drt pass iteration count=3, setup repair after global routing missed its margin=false, area added between synthesis and finish=90.61%, Buf+Inv Stages, Crit Path=2, hpwl dp=~1.9 mm, global-route wire length before repair=2.932 mm
-- power by group --
group / internal [W] / switching, W
registers: 0.000297 / 0.00000109
logic: 0.0000564 / 0.0000237
clock network: 0.000104 / 0.0000774
-- layout make-up --
type	instances	area (um2)	share of cell area, %
repair buffers	51	520.5	34.75
inverters	1	3.754	0.2506
clock buffers	4	45.04	3.008
flip-flops and latches	22	575.6	38.43
multi-input cells	36	225.2	15.04
well taps	102	127.6	8.521
-- metal layers --
| layer | vias up | part of all wire [%] |
|---|---|---|
| li1 | 326 | - |
| met1 | 271 | 44 |
| met2 | 29 | 44 |
| met3 | 2 | 10 |
| met4 | 0 | 1.6 |
| met5 | - | 0 |
-- registers in the layout, summed over array words and instances, names as in the netlist --
register  flops
Q_AC         16
D             4
i             1
B             1
-- cells in the final DEF, fill, tap and decap left out, drive strengths merged --
master         synthesis  final
clkdlybuf4s50          0     50
edfxtp                16     16
conb                   2      6
dlxtn                  5      5
nor2                   5      5
clkbuf                 0      4
nor3                   3      3
a21oi                  3      3
o21ai                  3      3
nor3b                  2      2
dfxtp                  1      1
and3                   1      1
inv                    1      1
o311ai                 1      1
nand4                  1      1
a21boi                 1      1
o21a                   1      1
o32ai                  1      1
nand2                  1      1
nor4                   1      1
a22oi                  1      1
nor4b                  1      1
and4b                  1      1
xor2                   1      1
nand4b                 1      1
o22ai                  1      1
buf                    0      1
-- stage by stage --
| stage | instance area [um2] | total power (W) | util [%] | setup WS [ns] | hold slack (ns) |
|---|---|---|---|---|---|
| global placement | 1453 | 0.0003834 | 18.61 | 0.2514 | 0.6175 |
| CTS | 1498 | 0.0005677 | 19.18 | 0.4970 | 0.6366 |
| detailed placement | 1453 | 0.0003847 | 18.61 | 0.2400 | 0.6242 |
| global route | 1498 | 0.0005908 | 19.18 | 0.3701 | 0.6536 |
| floorplan | 800.8 | 0.0003173 | - | 0.3375 | 0.5066 |
| finish | 1498 | 0.0005597 | 19.18 | 0.5004 | 0.6120 |
-- path summary, 6_finish.rpt --
check | cells after the start | slack, ns | to | start
worst max register to register | 3 | 1.58 | Q_AC[1]$_DFFE_PP_ | B[9]$_SDFFE_PP0P_
worst min-delay path | 2 | 0.61 | B[9]$_SDFFE_PP0P_ | B[9]$_SDFFE_PP0P_
worst min register to register | 2 | 0.61 | B[9]$_SDFFE_PP0P_ | B[9]$_SDFFE_PP0P_
worst max-delay path | 6 | 0.50 | Q_AC[1]$_DFFE_PP_ | IN_IR[12]
-- logic make-up after synthesis --
kind of cell | after synthesis | synth area share [%]
other | 2 | 0.9558
and+or+nand+nor | 17 | 14.49
xor gates and xnor gates | 1 | 1.115
DFF | 17 | 63.69
AOI/OAI and AO/OA | 12 | 9.714
buffers and inverters | 1 | 0.4772
latches | 5 | 9.554
-- worst min-delay path: stages (launching register included) --
cell and delay (ns):
sky130_fd_sc_hd__dfxtp_1 0.32, sky130_fd_sc_hd__o22ai_1 0.17, sky130_fd_sc_hd__a21oi_1 0.06
Power and IR drop assume default switching activity.

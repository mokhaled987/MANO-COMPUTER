`config.mk`:
```
export PLATFORM = sky130hd
export DESIGN_NAME = REG_DR
export DESIGN_NICKNAME = REG_DR
export VERILOG_FILES = /design/flow/design.v
export SDC_FILE = /design/flow/constraint.sdc
export NUM_CORES = 4
export LEC_CHECK = 1
export CORE_AREA = 10 10 110 110
export DIE_AREA = 0 0 120 120
```
`constraint.sdc`:
```
current_design REG_DR

set clk_period 3.6
set clk_io_pct 0.2

create_clock -name clk0 -period $clk_period [get_ports {CLK}]

set non_clock_inputs [all_inputs -no_clocks]
set_input_delay [expr $clk_period * $clk_io_pct] -clock clk0 $non_clock_inputs
set_output_delay [expr $clk_period * $clk_io_pct] -clock clk0 [all_outputs]
```
`design.v`:
```
module REG_DR(
    input CLK,
    input [15:0]IN_IR,
    input[15:0]IN,
    input[2:0]t,
    output reg[15:0]Q_DR
    );
    reg i,r,p;       
    reg [3:0]d;
    reg [7:0]D;
    reg [7:0]T;
    reg [10:0]B;
    wire LD_DR,INC_DR,CLR_DR;
    initial
        begin
            i = 0;
            D = 0;
            B = 0;
            T = 0;
            d = 0;
            r = 0;
            p = 0;
            Q_DR = 0;
    end  
    always@(d or t or IN_IR)begin
                        if(~IN_IR[14] && ~IN_IR[13] && ~IN_IR[12])
                            d = 4'b0000;
                        else if(~IN_IR[14] && ~IN_IR[13] && IN_IR[12])
                            d = 4'b0001;
                        else if(~IN_IR[14] && IN_IR[13] && ~IN_IR[12])
                            d = 4'b0010;
                        else if(~IN_IR[14] && IN_IR[13] && IN_IR[12])
                            d = 4'b0011;
                        else if(IN_IR[14] && ~IN_IR[13] && ~IN_IR[12])
                            d = 4'b0100;
                        else if(IN_IR[14] && ~IN_IR[13] && IN_IR[12])
                            d = 4'b0101;
                        else if( IN_IR[14] && IN_IR[13] && ~IN_IR[12])
                            d = 4'b0110;
                        else if(IN_IR[14] && IN_IR[13] && IN_IR[12])
                            d = 4'b0111;
                        else if(IN_IR[15])
                            i = 1;
            case(d)    
                4'b000: D = 8'h01;
                4'b001: D = 8'h02;
                4'b010: D = 8'h04;
                4'b011: D = 8'h08;
                4'b100: D = 8'h10;
                4'b101: D = 8'h20;
                4'b110: D = 8'h40;
                4'b111: D = 8'h80;
            endcase
            case(t)    
                4'b000: T = 8'h01;
                4'b001: T = 8'h02;
                4'b010: T = 8'h04;
                4'b011: T = 8'h08;
                4'b100: T = 8'h10;
                4'b101: T = 8'h20;
                4'b110: T = 8'h40;
                4'b111: T = 8'h80;
            endcase
    end
    always@(posedge CLK)begin
                if(~IN_IR[11] && ~IN_IR[10] && ~IN_IR[9] && ~IN_IR[8] && ~IN_IR[7] && ~IN_IR[6] && ~IN_IR[5] && ~IN_IR[4]&& ~IN_IR[3] && ~IN_IR[2] && ~IN_IR[1]&& ~IN_IR[0])
                    B = 13'b0000000000001;
                if(~IN_IR[11] && ~IN_IR[10] && ~IN_IR[9] && ~IN_IR[8] && ~IN_IR[7] && ~IN_IR[6] && ~IN_IR[5] && ~IN_IR[4]&& ~IN_IR[3] && ~IN_IR[2] && ~IN_IR[1]&& IN_IR[0])
                    B = 13'b0000000000010;      
                if(~IN_IR[11] && ~IN_IR[10] && ~IN_IR[9] && ~IN_IR[8] && ~IN_IR[7] && ~IN_IR[6] && ~IN_IR[5] && ~IN_IR[4]&& ~IN_IR[3] && ~IN_IR[2] && IN_IR[1]&& ~IN_IR[0])
                    B = 13'b0000000000100;
                if(~IN_IR[11] && ~IN_IR[10] && ~IN_IR[9] && ~IN_IR[8] && ~IN_IR[7] && ~IN_IR[6] && ~IN_IR[5] && ~IN_IR[4]&& ~IN_IR[3] && IN_IR[2] && ~IN_IR[1]&& ~IN_IR[0])
                    B = 13'b0000000001000;  
                if(~IN_IR[11] && ~IN_IR[10] && ~IN_IR[9] && ~IN_IR[8] && ~IN_IR[7] && ~IN_IR[6] && ~IN_IR[5] && ~IN_IR[4]&& IN_IR[3] && ~IN_IR[2] && ~IN_IR[1]&& ~IN_IR[0])
                    B = 13'b0000000010000;
                if(~IN_IR[11] && ~IN_IR[10] && ~IN_IR[9] && ~IN_IR[8] && ~IN_IR[7] && ~IN_IR[6] && ~IN_IR[5] && IN_IR[4]&& ~IN_IR[3] && ~IN_IR[2] && ~IN_IR[1]&& ~IN_IR[0])
                    B = 13'b0000000100000;
                if(~IN_IR[11] && ~IN_IR[10] && ~IN_IR[9] && ~IN_IR[8] && ~IN_IR[7] && ~IN_IR[6] && IN_IR[5] && ~IN_IR[4]&& ~IN_IR[3] && ~IN_IR[2] && ~IN_IR[1]&& ~IN_IR[0])
                    B = 13'b0000001000000;
                if(~IN_IR[11] && ~IN_IR[10] && ~IN_IR[9] && ~IN_IR[8] && ~IN_IR[7] && IN_IR[6] && ~IN_IR[5] && ~IN_IR[4]&& ~IN_IR[3] && ~IN_IR[2] && ~IN_IR[1]&& ~IN_IR[0])
                    B = 13'b0000010000000;
                if(~IN_IR[11] && ~IN_IR[10] && ~IN_IR[9] && ~IN_IR[8] && IN_IR[7] && ~IN_IR[6] && ~IN_IR[5] && ~IN_IR[4]&& ~IN_IR[3] && ~IN_IR[2] && ~IN_IR[1]&& ~IN_IR[0])
                    B = 12'b0000100000000;          
                if(~IN_IR[11] && ~IN_IR[10] && ~IN_IR[9] && IN_IR[8] && ~IN_IR[7] && ~IN_IR[6] && ~IN_IR[5] && ~IN_IR[4]&& ~IN_IR[3] && ~IN_IR[2] && ~IN_IR[1]&& ~IN_IR[0])
                    B = 13'b0001000000000;
                if(~IN_IR[11] && ~IN_IR[10] && IN_IR[9] && ~IN_IR[8] && ~IN_IR[7] && ~IN_IR[6] && ~IN_IR[5] && ~IN_IR[4]&& ~IN_IR[3] && ~IN_IR[2] && ~IN_IR[1]&& ~IN_IR[0])
                    B = 13'b0010000000000;
                if(~IN_IR[11] && IN_IR[10] && ~IN_IR[9] && ~IN_IR[8] && ~IN_IR[7] && ~IN_IR[6] && ~IN_IR[5] && ~IN_IR[4]&& ~IN_IR[3] && ~IN_IR[2] && ~IN_IR[1]&& ~IN_IR[0])
                    B = 13'b0100000000000;
                if(~IN_IR[11] && IN_IR[10] && ~IN_IR[9] && ~IN_IR[8] && ~IN_IR[7] && ~IN_IR[6] && ~IN_IR[5] && ~IN_IR[4]&& ~IN_IR[3] && ~IN_IR[2] && ~IN_IR[1]&& ~IN_IR[0])
                    B = 13'b1000000000000;
    end 
    always@(posedge CLK)begin
            if(( D[0] && T[4] ) || ( D[1] && T[4] ) || ( D[2] && T[4] ) || ( D[6] && T[4] ) )
                Q_DR = IN;
            else if(( D[6] && T[5] ) )
                Q_DR = Q_DR + 1;
    end
endmodule
```
`run.sh`:
```
#!/bin/bash
# OpenROAD 26Q1-2900-gdf79404cd8, Yosys 0.63+post, stock flow scripts
make -C /OpenROAD-flow-scripts/flow DESIGN_CONFIG=/design/flow/config.mk WORK_HOME=/design/flow/orfs finish
```
==> impl_metrics.env <==
# implementation run metrics
export IMPL_p_per_area_nw_per_um2=234
export IMPL_lay_top_count="clkdlybuf4s50_1"
export IMPL_ir_drop_mv=0.119
export IMPL_drive_gt1_share_pct=8.61
export IMPL_syn_avg_cell_area_um2=10.0
export IMPL_io_buffers=38
export IMPL_syn_to_final_growth_pct=55.8
export IMPL_drc=0
export IMPL_fin_setup_tns_ns=0
export IMPL_ys_ff=20
export IMPL_finClkSkew_ns=0.000983
export IMPL_cts_root_buffer="clkbuf_8"
export IMPL_grt_antenna_before_repair=0
export IMPL_max_freq_ghz=0.375
export IMPL_ys_area_um2=1080
export IMPL_core_um2=9770
export IMPL_untimed_endpoints=4
export IMPL_overflow=0
export IMPL_grt_max_degree=30
export IMPL_worstSetupPathType="primary input to register"
export IMPL_grt_pass1_wl_mm=4.95
export IMPL_whs_ns=0.664
export IMPL_fp_dieW_um=120
export IMPL_drtPass1Iterations=2
export IMPL_setup_viol=0
export IMPL_unclocked_pins=4
export IMPL_mostFrequentLayoutCells="clkdlybuf4s50_1, nand2_1, edfxtp_1, xnor2_1, o21ai_0"
export IMPL_io_pins=52
export IMPL_antenna_cells=0
export IMPL_clk_latency_ns=0.24
export IMPL_status="finished, final reports clean"
export IMPL_cp_start_kind="primary input"
export IMPL_netlist_area_um2=1080
export IMPL_num_vias=872
export IMPL_cts_resized_gates=0
export IMPL_power_leakage_nw=0.511
export IMPL_rows=36
export IMPL_cts_buffer_depth=2
export IMPL_die_area_um2=14400
export IMPL_die_h_um=120
export IMPL_worstPathArrival_ns=2.67
export IMPL_hp_class="register to register"
export IMPL_grt_setup_unrepaired="false"
export IMPL_crit_required_ns=3.60
export IMPL_post_cts_buffers=0
export IMPL_crit_family="buffers and inverters"
export IMPL_netlist_instances=108
export IMPL_clkSlewWorstSetupHoldPaths_ns=0.06
export IMPL_grt_pass1_vias=913
export IMPL_finalClockPeriodUsage_pct=74.1
export IMPL_hold_buffers=0
export IMPL_hold_viol=0
export IMPL_gp_congestion=0.780
export IMPL_drt_iter0_markers=44
export IMPL_final_max_slew_viol_count=0
export IMPL_wl_per_cell_um=10.9
export IMPL_ys_types=25
export IMPL_layout_min_cycle_time_ns=2.67
export IMPL_routed_wl_mm=3.09
export IMPL_cts_tree="yes"
export IMPL_ys_cells=108
export IMPL_critPathCaptureType="register"
export IMPL_yosysWarnings=5
export IMPL_hpwl_mm=2.52
export IMPL_crit_chain="clkdlybuf4s50_1, nor3b_1, dlxtn_1, nor4_1, nor3_2, buf_4, mux2_2"
export IMPL_grt_use_total_pct=4.40
export IMPL_htree_levels=1
export IMPL_cts_buffers=3
export IMPL_tool_warnings=38
export IMPL_final_core_util_pct=17.3
export IMPL_crit_fanout=29
export IMPL_crit_path_top_delay_cell="clkdlybuf4s50_1"
export IMPL_worst_path_buf_inv=2
export IMPL_max_stage_delay_ns=0.52
export IMPL_ant_nets=0
export IMPL_floorplanUtilization_pct=11.1
export IMPL_via_per_inst=3.07
export IMPL_cap_violations=0
cell type report:
type,instances,area [um2]
Multi-Input combinational cell,85,536
Tap cell,133,166
Inverter,3,11.3
Timing Repair Buffer,40,395
Clock buffer,3,41.3
Fill cell,1099,8080
Sequential cell,20,541
flip-flops by register name, summed over array words and instances (netlist names):
| register | cells |
|---|---|
| D | 4 |
| Q_DR | 16 |
cell families after synthesis:
| logic type | Yosys count | share of synthesized area, % |
|---|---|---|
| AND/OR/NAND/NOR | 50 | 26.0 |
| latches | 4 | 5.54 |
| XOR/XNOR | 14 | 11.3 |
| adder cells (fa/ha/maj) | 1 | 1.15 |
| other | 1 | 0.346 |
| buffers and inverters | 6 | 2.31 |
| flip-flops | 16 | 44.3 |
| multiplexers | 3 | 3.11 |
| AND-OR/OR-AND | 13 | 6.00 |
cells in the mapped netlist:
library cell	n	area share, %
nand2_1	18	6.2
edfxtp_1	16	44
o21ai_0	10	4.6
xnor2_1	10	8.1
nor2_1	7	2.4
nor3_1	7	3.2
nand3_1	5	2.3
dlxtn_1	4	5.5
xor2_1	4	3.2
inv_1	3	1.0
nor4_2	3	3.5
o21ai_1	3	1.4
buf_2	2	0.92
mux2_1	2	2.1
nand4_1	2	1.2
nor3b_1	2	1.4
nor4_1	2	1.2
clkbuf_1	1	0.35
conb_1	1	0.35
ha_1	1	1.2
mux2_2	1	1.0
nand2b_1	1	0.58
nand3_2	1	0.92
nand4_2	1	1.2
nand4_4	1	2.0
path summary, 6_finish.rpt:
kind / to / cells after the start / startpoint / slack (ns)
max: Q_DR[1] / 7 / IN_IR[12] / 0.93
min: Q_DR[15] / 2 / Q_DR[15] / 0.66
max reg2reg: Q_DR[14] / 5 / Q_DR[0] / 1.74
min reg2reg: Q_DR[15] / 2 / Q_DR[15] / 0.66
worst register-to-register path, cell delays in order, from the launching register on:
cell,delay (ns)
edfxtp_1,0.44
ha_1,0.29
nand4_4,0.17
nor4_2,0.33
xor2_1,0.09
mux2_1,0.29
layer usage:
layer	up-vias	part of all wire, %	track usage, %	wire, um
met1	375	47	5.84	1470
li1	468	-	-	-
met2	27	43	6.60	1320
met3	2	9.6	2.38	298
met4	0	0.16	0.0754	5
met5	-	0	0	0
power breakdown:
| part | internal (W) | total [W] | switching [W] |
|---|---|---|---|
| clock | 0.0000740 | 0.000131 | 0.0000569 |
| sequential | 0.000211 | 0.000216 | 0.00000488 |
| combinational | 0.0000329 | 0.0000484 | 0.0000155 |
| total | 0.000318 | 0.000395 | 0.0000772 |
stage by stage:
step           power [W]  cells  worst slack (ns)  cell area (um2)
5_1_grt         0.000415    284             0.779             1690
2_1_floorplan   0.000233    111              1.11             1100
4_1_cts         0.000405    284             0.933             1690
6_report        0.000395    284             0.931             1690
3_5_place_dp    0.000269    281             0.673             1650
3_3_place_gp    0.000269    281             0.681             1650
No activity file was given, so power comes from the tool's default toggle rates.

==> ./constraint.sdc <==
current_design REG_PC

set clk_period 6.2
set clk_io_pct 0.2

create_clock -name clk0 -period $clk_period [get_ports {CLK}]

set non_clock_inputs [all_inputs -no_clocks]
set_input_delay [expr $clk_period * $clk_io_pct] -clock clk0 $non_clock_inputs
set_output_delay [expr $clk_period * $clk_io_pct] -clock clk0 [all_outputs]
==> ./config.mk <==
export PLATFORM = sky130hd
export DESIGN_NAME = REG_PC
export DESIGN_NICKNAME = REG_PC
export VERILOG_FILES = /design/flow/design.v
export SDC_FILE = /design/flow/constraint.sdc
export NUM_CORES = 4
export LEC_CHECK = 1
export CORE_AREA = 10 10 87 87
export DIE_AREA = 0 0 97 97
==> ./design.v <==
module REG_PC( 
    input CLK,
    input [15:0]IN_IR,
    input[15:0]IN,
    input[2:0]t,
    output reg[11:0]Q_PC
    );
reg i;    
reg [3:0]d;
reg [7:0]D;
reg [7:0]T;
reg [12:0]B;
wire LD_PC,INC_PC,CLR_PC,r,p;
    initial
        begin
            i = 0;
            D = 0;
            B = 0;
            T = 0;
            d = 0;
            Q_PC = 0;
    end  
    always@(d or t or IN_IR)begin
           if(~IN_IR[14] && ~IN_IR[13] && ~IN_IR[12])
                d = 4'b0000;
           else if(~IN_IR[14] && ~IN_IR[13] && IN_IR[12])
                d = 4'b0001;
           else if(~IN_IR[14] && IN_IR[13] && ~IN_IR[12])
                d = 4'b0010;
           else if(~IN_IR[14] && IN_IR[13] && IN_IR[12])
                d = 4'b0011;
           else if(IN_IR[14] && ~IN_IR[13] && ~IN_IR[12])
                d = 4'b0100;
           else if(IN_IR[14] && ~IN_IR[13] && IN_IR[12])
                d = 4'b0101;
           else if(IN_IR[14] && IN_IR[13] && ~IN_IR[12])
                d = 4'b0110;
           else if(IN_IR[14] && IN_IR[13] && IN_IR[12])
                d = 4'b0111;
           else if(IN_IR[15])
                i = 1;
            case(d)    
                4'b000: D = 8'h01;
                4'b001: D = 8'h02;
                4'b010: D = 8'h04;
                4'b011: D = 8'h08;
                4'b100: D = 8'h10;
                4'b101: D = 8'h20;
                4'b110: D = 8'h40;
                4'b111: D = 8'h80;
                4'b111: D = 8'h80;
            endcase
            case(t)    
                4'b000: T = 8'h01;
                4'b001: T = 8'h02;
                4'b010: T = 8'h04;
                4'b011: T = 8'h08;
                4'b100: T = 8'h10;
                4'b101: T = 8'h20;
                4'b110: T = 8'h40;
                4'b111: T = 8'h80;
            endcase
    end
    always@(posedge CLK)begin
                if(~IN_IR[11] && ~IN_IR[10] && ~IN_IR[9] && ~IN_IR[8] && ~IN_IR[7] && ~IN_IR[6] && ~IN_IR[5] && ~IN_IR[4]&& ~IN_IR[3] && ~IN_IR[2] && ~IN_IR[1]&& ~IN_IR[0])
                    B = 13'b0000000000001;
                if(~IN_IR[11] && ~IN_IR[10] && ~IN_IR[9] && ~IN_IR[8] && ~IN_IR[7] && ~IN_IR[6] && ~IN_IR[5] && ~IN_IR[4]&& ~IN_IR[3] && ~IN_IR[2] && ~IN_IR[1]&& IN_IR[0])
                    B = 13'b0000000000010;      
                if(~IN_IR[11] && ~IN_IR[10] && ~IN_IR[9] && ~IN_IR[8] && ~IN_IR[7] && ~IN_IR[6] && ~IN_IR[5] && ~IN_IR[4]&& ~IN_IR[3] && ~IN_IR[2] && IN_IR[1]&& ~IN_IR[0])
                    B = 13'b0000000000100;
                if(~IN_IR[11] && ~IN_IR[10] && ~IN_IR[9] && ~IN_IR[8] && ~IN_IR[7] && ~IN_IR[6] && ~IN_IR[5] && ~IN_IR[4]&& ~IN_IR[3] && IN_IR[2] && ~IN_IR[1]&& ~IN_IR[0])
                    B = 13'b0000000001000;  
                if(~IN_IR[11] && ~IN_IR[10] && ~IN_IR[9] && ~IN_IR[8] && ~IN_IR[7] && ~IN_IR[6] && ~IN_IR[5] && ~IN_IR[4]&& IN_IR[3] && ~IN_IR[2] && ~IN_IR[1]&& ~IN_IR[0])
                    B = 13'b0000000010000;
                if(~IN_IR[11] && ~IN_IR[10] && ~IN_IR[9] && ~IN_IR[8] && ~IN_IR[7] && ~IN_IR[6] && ~IN_IR[5] && IN_IR[4]&& ~IN_IR[3] && ~IN_IR[2] && ~IN_IR[1]&& ~IN_IR[0])
                    B = 13'b0000000100000;
                if(~IN_IR[11] && ~IN_IR[10] && ~IN_IR[9] && ~IN_IR[8] && ~IN_IR[7] && ~IN_IR[6] && IN_IR[5] && ~IN_IR[4]&& ~IN_IR[3] && ~IN_IR[2] && ~IN_IR[1]&& ~IN_IR[0])
                    B = 13'b0000001000000;
                if(~IN_IR[11] && ~IN_IR[10] && ~IN_IR[9] && ~IN_IR[8] && ~IN_IR[7] && IN_IR[6] && ~IN_IR[5] && ~IN_IR[4]&& ~IN_IR[3] && ~IN_IR[2] && ~IN_IR[1]&& ~IN_IR[0])
                    B = 13'b0000010000000;
                if(~IN_IR[11] && ~IN_IR[10] && ~IN_IR[9] && ~IN_IR[8] && IN_IR[7] && ~IN_IR[6] && ~IN_IR[5] && ~IN_IR[4]&& ~IN_IR[3] && ~IN_IR[2] && ~IN_IR[1]&& ~IN_IR[0])
                    B = 12'b0000100000000;          
                if(~IN_IR[11] && ~IN_IR[10] && ~IN_IR[9] && IN_IR[8] && ~IN_IR[7] && ~IN_IR[6] && ~IN_IR[5] && ~IN_IR[4]&& ~IN_IR[3] && ~IN_IR[2] && ~IN_IR[1]&& ~IN_IR[0])
                    B = 13'b0001000000000;
                if(~IN_IR[11] && ~IN_IR[10] && IN_IR[9] && ~IN_IR[8] && ~IN_IR[7] && ~IN_IR[6] && ~IN_IR[5] && ~IN_IR[4]&& ~IN_IR[3] && ~IN_IR[2] && ~IN_IR[1]&& ~IN_IR[0])
                    B = 13'b0010000000000;
                if(~IN_IR[11] && IN_IR[10] && ~IN_IR[9] && ~IN_IR[8] && ~IN_IR[7] && ~IN_IR[6] && ~IN_IR[5] && ~IN_IR[4]&& ~IN_IR[3] && ~IN_IR[2] && ~IN_IR[1]&& ~IN_IR[0])
                    B = 13'b0100000000000;
                if(~IN_IR[11] && IN_IR[10] && ~IN_IR[9] && ~IN_IR[8] && ~IN_IR[7] && ~IN_IR[6] && ~IN_IR[5] && ~IN_IR[4]&& ~IN_IR[3] && ~IN_IR[2] && ~IN_IR[1]&& ~IN_IR[0])
                    B = 13'b1000000000000;
    end   
assign r  = D[7] & ~i & T[3];
assign p = D[7] & i & T[3];
    always@(posedge CLK)begin
            if(( D[4] && T[4] ) || (D[5] && T[5]))
               Q_PC = IN;
            else if((r) & B[0])
               Q_PC = 0;
            else if( T[1] )
               Q_PC = Q_PC + 1;
    end
endmodule
==> ./run.sh <==
#!/bin/bash
# OpenROAD 26Q1-2900-gdf79404cd8, Yosys 0.63+post, stock flow scripts
make -C /OpenROAD-flow-scripts/flow DESIGN_CONFIG=/design/flow/config.mk WORK_HOME=/design/flow/orfs finish
==> flow_summary.yaml <==
# synthesis and place-and-route metrics
run_status:
  outcome: "complete, no violations"
power:
  p_sw_share_pct: 22.0
  p_leak_nw: 0.533
  p_per_area_nw_per_um2: 145
  p_comb_share_pct: 19.3
  p_seq_share_pct: 46.9
  internal_power_mw: 0.176
  ir_worst_vdd_v: 0.0000944
  power_switching_mw: 0.0496
  p_clk_share_pct: 33.8
worst_setup_path:
  reg2regPathDepth: 3
  cp-start-kind: "input port"
  r2r_setup_slack_ns: 4.42
  crit_path_max_fanout: 13
  arrival_ns: 3.53
  required_ns: 6.08
  critPathCaptureType: "flop"
  timing.rr.end: "Q_PC[5]$_DFFE_PP_"
  r2r_start: "B[0]$_SDFFE_PP0P_"
  worstSetupEndpoint: "Q_PC[5]$_DFFE_PP_"
  crit_start: "IN_IR[14]"
  critical_path_class: "in2reg"
worst_hold_path:
  worstHoldStart: "B[0]$_SDFFE_PP0P_"
  hp-class: "reg2reg"
logic_synthesis:
  synthCells: 106
  synth_warnings: 5
  yosysChipArea_um2: 1010
  ys_cells: 106
  yosys.cell_types.count: 34
  syn_area_um2: 1010
  synth-edff-count: 12
  ys.flops: 17
  async_reset_ff_share_pct: 0
  ff_type: "edfxtp_1"
  syn_avg_cell_area_um2: 9.49
clocking:
  insertion_delay_ns: 0.24
  hold_buffers: 0
  post_cts_buffers: 0
  numCtsBuffers: 3
  cts_resized: 0
  clockRootBuffer: "clkbuf_8"
  ctsHtreeMaxLevel: 1
  tritoncts: "yes"
  cts_buffer_depth: 2
  clk_pin_slew_ns: 0.06
routing:
  antenna_cells: 0
  drt-initial-drc-count: 25
  drtAntennaViolNets: 0
  wl_um: 2620
  first_pass_iters: 4
  vias: 896
  vias_per_cell: 3.98
  drc: 0
  post_drt_wl_per_cell_um: 11.6
timing:
  unclocked_pins: 4
  rsz0062_at_grt: "no"
  tightest_slew_ns: 0.517
  max_freq_mhz: 274
  untimed_endpoints: 3
  maxSlewViolCount: 0
  slew_headroom_pct: 65.5
  period_used_pct: 58.9
  timing.final.crit_period_ns: 3.65
  hold_violations: 0
  fin_skew_ns: 0.00141
  finalSetupTns_ns: 0
  setup_viol: 0
  fin_hold_ws_ns: 0.512
global_routing:
  grtUsageMet3_pct: 1.93
  grt_pass1_wl_um: 4200
  antenna_found_initial: 0
  grt_busiest_layer: "met2"
  met2_usage_pct: 8.28
  grt_max_degree: 14
  grt_overflow: 0
  grt.total_usage_pct: 5.25
  grt_pass1_vias: 900
  met1_usage_pct: 6.91
place:
  portBuffers: 42
  dpl.hpwl_um: 2120
  gp_congestion: 0.787
floorplanning:
  fp-utilization_pct: 17.8
  dieHeight_um: 97
  ioPinCount: 48
  chipArea_um2: 9410
  rows: 27
  core_area_um2: 5640
  die_width_um: 97
job:
  maxCapViolations: 0
  warnings: 30
final_layout:
  syn_to_final_growth_pct: 54.9
  drive_gt1_share_pct: 5.23
  lay_top_count: "clkdlybuf4s50_1"
  layout_top_cells: "clkdlybuf4s50_1, nand2_1, edfxtp_1"
[critical path, stage by stage]
cell,delay (ns)
clkdlybuf4s50_1,0.48
nor3b_1,0.18
dlxtn_1,0.35
mux2_1,0.11
and3_4,0.28
a41o_1,0.41
a21o_1,0.47
[cell usage after synthesis (3+ instances only)]
cell | number | area share (%)
o21ai_0 | 6 | 3.0
nand4_1 | 4 | 2.5
o21ai_1 | 9 | 4.5
nand2_1 | 16 | 6.0
nor3_1 | 5 | 2.5
dlxtn_1 | 4 | 6.0
xnor2_1 | 4 | 3.5
xor2_1 | 8 | 7.0
and3_1 | 3 | 1.9
nor3b_1 | 4 | 3.0
edfxtp_1 | 12 | 36
nand3_1 | 5 | 2.5
[worst min-delay path by stage]
stage | cells past startpoint | end
5_1_grt | 2 | B[0]$_SDFFE_PP0P_
4_1_cts | 2 | B[0]$_SDFFE_PP0P_
6_report | 2 | B[0]$_SDFFE_PP0P_
[cell families (layout without fill, tap and decap cells)]
kind of cell    count (synthesis)  after routing  synth area share (%)
buf+inv                         4             48                  2.24
fa+ha+maj                       1              1                  1.24
simple gates                   48             48                  27.5
flops                          13             13                  37.8
other cells                     2              5                 0.747
latches                         4              4                  5.97
compound gates                 20             20                  11.9
xor+xnor                       12             12                  10.4
mux                             2              2                  2.11
[routing by layer]
metal	wire, um	up-vias
met2	1130	31
met5	0	-
met3	209	2
met4	28	0
li1	-	478
met1	1250	385
[area by class of cell]
class / count / area (um2)
Fill cell: 598 / 4080
Multi-Input combinational cell: 88 / 554
Inverter: 2 / 7.51
Sequential cell: 17 / 440
Timing Repair Buffer: 42 / 420
Tap cell: 72 / 90.1
Clock buffer: 4 / 45.0
[power by group through the flow]
stage         clock network [mW]  logic, mW  registers, mW
finish                    0.0762     0.0434          0.106
global route              0.0831     0.0480          0.106
CTS                       0.0797     0.0441          0.106
[flip-flops by register name (all words and copies together) (netlist names)]
signal / cells
i: 1
B: 1
Q_PC: 12
D: 3
[stage by stage]
stage | setup slack (ns) | util [%] | std cells | instance area [um2] | power, mW
3_3_place_gp | 2.23 | 26.8 | 221 | 1510 | 0.151
6_report | 2.55 | 27.6 | 225 | 1560 | 0.225
3_5_place_dp | 2.26 | 26.8 | 221 | 1510 | 0.152
2_1_floorplan | 3.20 | - | 109 | 1020 | 0.120
5_1_grt | 2.29 | 27.6 | 225 | 1560 | 0.238
4_1_cts | 2.50 | 27.6 | 225 | 1560 | 0.230
Power figures rest on the tool's default switching activity, not on a simulated workload.
